==> design.v <==
module divider(
    input logic clk,
    output logic divided_clk
);
    logic [23:0] counter = 0;
    localparam TOGGLE_COUNT = 24'd9_999_999; 
    always_ff @(posedge clk)
        if(counter == TOGGLE_COUNT) begin
            divided_clk <= ~divided_clk;
            counter <= 24'd0;
        end
        else begin
            counter <= counter + 1;
        end
endmodule
==> run.sh <==
#!/bin/bash
# OpenROAD 26Q1-2900-gdf79404cd8, Yosys 0.63+post, stock flow scripts
make -C /OpenROAD-flow-scripts/flow DESIGN_CONFIG=/design/flow/config.mk WORK_HOME=/design/flow/orfs finish
==> config.mk <==
export PLATFORM = sky130hd
export DESIGN_NAME = divider
export DESIGN_NICKNAME = divider
export VERILOG_FILES = /design/flow/design.v
export SDC_FILE = /design/flow/constraint.sdc
export NUM_CORES = 4
export LEC_CHECK = 1
export CORE_AREA = 10 10 93 93
export DIE_AREA = 0 0 103 103
==> constraint.sdc <==
current_design divider

set clk_period 5.3
set clk_io_pct 0.2

create_clock -name clk0 -period $clk_period [get_ports {clk}]

set non_clock_inputs [all_inputs -no_clocks]
set_input_delay [expr $clk_period * $clk_io_pct] -clock clk0 $non_clock_inputs
set_output_delay [expr $clk_period * $clk_io_pct] -clock clk0 [all_outputs]
==> changes_impl.md <==
### Implementation results

- Chip area: 0.0106 mm^2
- DRC violations left: 0
- Highest achievable clock rate: 469 MHz
- Wirelength per Cell: 8.38 um
- Hold_sp: counter[0]
- Yosys reg bits: 25
- Final hold slack: 0.481 ns
- CTS tree: done
- Clock root buffer: sky130_fd_sc_hd__clkbuf_8
- Final ANT Viol Nets: 0
- Mean instance size in the synthesized netlist: 9.52 um^2
- Crit. Startpoint: divided_clk
- Unrepaired setup endpoints after global routing: no
- Deepest clock path buffer count: 2
- Start-to-end type of the worst setup path: flop to output pin
- H-tree depth reported by CTS: 1
- Share of layout cells above drive strength 1: 0.0870
- Final count of negative-setup-slack endpoints: 0
- Sink Count: 25
- Kind of start point of the critical path: flop
- Total number of yosys warnings: 1
- Tightest Hold Check Type: flop to flop
- Data required time at the worst endpoint: 4.24 ns
- IR Drop Worst-Case VDD: 0.000197 V
- R2r setup slk: 3.29 ns
- Number of port buffers: 1
- Number of setup buffers added after CTS: 0
- Result of the run: finished clean
- Top cells by count: 24 x sky130_fd_sc_hd__dfxtp_1, 13 x sky130_fd_sc_hd__xnor2_1, 11 x sky130_fd_sc_hd__nand3_1
- I/O pin count: 2
- Area of all placed cells without fillers: 0.00121 mm^2
- Top FF cell, synth: sky130_fd_sc_hd__dfxtp_1
- Global-route wire length before repair: 2770 um
- Total cell area reported by yosys after synthesis: 0.00105 mm^2
- Total track usage: 0.0312
- Leakage power summed over all cells: 0.412 nW
- Worst path slowest cell: sky130_fd_sc_hd__clkdlybuf4s50_1
- Max Cap Viol: 0
- Crit path arrival time: 1.07 ns
- Max_slew headroom: 0.666
- Beginning of the worst register-to-register path: counter[2]
- Largest net degree at the start of global routing: 14
- Final HPWL from detailed placement: 1190 um
- Number of enable-type register cells in the synthesized netlist: 1
- Buffers and inverters on the worst path: 1
- Area share of the largest cell type after synthesis: 0.459
- Number of vias per cell after detailed routing: 3.82
- Detailed Routing Iterations Pass 1: 4
- Antenna violations before repair: 0
- Final GP Congestion: 0.801
- Clock latency on the worst-skew pair: 0.26 ns
- Actual slew at the worst max-slew pin: 0.496 ns
- Utilization of the core after routing: 0.179
- Tool warnings: 25
- Power density normalized to cell area: 246 mW/mm^2
- Core Density at Floorplan: 0.155
- Worst setup skew after layout: 0.00118 ns
- WL met1: 843 um
- Routed wire length: 1640 um
- Clock slew at reported path FFs: 0.08 ns
- Met3 routed WL: 84 um
- Final period demand of the worst path: 2.13 ns
- Yosys top cell by instances: sky130_fd_sc_hd__dfxtp_1
- Growth of design area from synthesis to finish: 15.4%
- Total antenna diodes in the routed design: 0
- Cell Area, Placed: 0.00116 mm^2
- Core region area: 0.00676 mm^2
- Number of buffers created by CTS: 3
- Horizontal die size: 103 um
- Vias: 745
- Final hold violation count: 0
- Number of pins with negative max-slew slack in the final report: 0
- Sum of overflow across all layers after global routing: 0
- Violation count after the first detailed-route iteration: 39
- Via count of the first global-routing pass: 627
- Hold buffers post-CTS: 0
- Count of mapped cells out of synthesis: 110
- Number of distinct library cells after synthesis: 29
- Row Count: 30
- List of cells traversed by the critical path: clkdlybuf4s50_1
- CTS resizes: 0
- Post-route fraction of the period consumed by the critical path: 0.402
- Yosys stat cell total: 110
- Library cell occupying the most area in the post-synthesis netlist: sky130_fd_sc_hd__dfxtp_1
- Crit path capture type: output pin
- Top layer in use: met3
- Met2 Wirelength: 707 um
- Synthesized area: 0.00105 mm^2
- Die boundary height: 103 um
- Peak per-stage delay on the critical path: 0.46 ns
- Setup_tns: 0 ns
- Register area share after synthesis: 0.487
- Critical-path maximum fanout: 2
- Crit-path leading delay family: buffers and inverters
- Share of flip-flops with an asynchronous set or reset after synthesis: 0
- Dominant cells by area after synthesis: sky130_fd_sc_hd__dfxtp_1 46%, sky130_fd_sc_hd__xnor2_1 11%, sky130_fd_sc_hd__nand3_1 5.3%
[worst paths after layout]
| path | end | depth (start not counted) |
|---|---|---|
| worst max register to register | counter[23] | 4 |
| worst min register to register | counter[0] | 1 |
| worst min-delay path | counter[0] | 1 |
| worst max-delay path | divided_clk | 1 |
[cell type report]
| class | instances | area [um^2] |
|---|---|---|
| clock buffers | 4 | 45.0 |
| fillers | 752 | 5550 |
| inverters | 2 | 7.51 |
| multi-input cells | 81 | 520 |
| flip-flops and latches | 25 | 510 |
| well taps | 80 | 100 |
| repair buffers | 3 | 25.0 |
[state kept, by name, indices dropped and copies added, names as in the netlist]
register     flops
counter         24
divided_clk      1
[stage by stage]
step	worst slack, ns	total power [W]	instances
floorplan	3.44	0.000193	110
global route	3.12	0.000308	195
finish	3.17	0.000298	195
global placement	3.38	0.000193	191
CTS	3.15	0.000302	195
detailed placement	3.34	0.000193	191
[power breakdown]
group / switching (W) / leakage, nW / internal (W)
Clock: 0.0000553 / 0.0228 / 0.0000537
Combinational: 0 / 0.185 / 0
Sequential: 0 / 0.205 / 0.000189
Total: 0.0000553 / 0.412 / 0.000242
[cells in the final DEF, fill, tap and decap left out, types with 2 or more instances in the layout]
cell / n
sky130_fd_sc_hd__a21oi_1: 3
sky130_fd_sc_hd__and3_1: 2
sky130_fd_sc_hd__and4_1: 2
sky130_fd_sc_hd__buf_4: 2
sky130_fd_sc_hd__clkbuf_8: 3
sky130_fd_sc_hd__dfxtp_1: 24
sky130_fd_sc_hd__inv_1: 2
sky130_fd_sc_hd__nand2_1: 7
sky130_fd_sc_hd__nand3_1: 11
sky130_fd_sc_hd__nand4_1: 3
sky130_fd_sc_hd__nor2_1: 10
sky130_fd_sc_hd__nor3_1: 6
sky130_fd_sc_hd__nor4_1: 2
sky130_fd_sc_hd__o21ai_0: 2
sky130_fd_sc_hd__o31ai_1: 2
sky130_fd_sc_hd__or3_2: 2
sky130_fd_sc_hd__or4_1: 2
sky130_fd_sc_hd__xnor2_1: 13
sky130_fd_sc_hd__xor2_1: 5
[logic make-up after synthesis]
| group | count (synthesis) | synth area share |
|---|---|---|
| AOI/OAI and AO/OA | 7 | 0.0382 |
| xor gates and xnor gates | 18 | 0.151 |
| muxes | 1 | 0.00956 |
| adders and majority gates | 1 | 0.0119 |
| DFF | 25 | 0.487 |
| buffers and inverters | 4 | 0.0155 |
| and+or+nand+nor | 54 | 0.287 |
[per-layer routing]
| layer | up-vias | GRT usage |
|---|---|---|
| met4 | 0 | 0 |
| li1 | 398 | - |
| met5 | - | 0 |
| met3 | 0 | 0.0108 |
| met1 | 335 | 0.0456 |
| met2 | 12 | 0.0463 |
Power and IR drop assume default switching activity.
